File: design/flow/config.mk
export PLATFORM = sky130hd
export DESIGN_NAME = SPIController
export DESIGN_NICKNAME = SPIController
export VERILOG_FILES = /design/flow/design.v
export SDC_FILE = /design/flow/constraint.sdc
export NUM_CORES = 4
export LEC_CHECK = 1
export CORE_AREA = 10 10 103 103
export DIE_AREA = 0 0 113 113
File: design/flow/constraint.sdc
current_design SPIController

set clk_period 2.5
set clk_io_pct 0.2

create_clock -name clk0 -period $clk_period [get_ports {i_clk}]

set non_clock_inputs [all_inputs -no_clocks]
set_input_delay [expr $clk_period * $clk_io_pct] -clock clk0 $non_clock_inputs
set_output_delay [expr $clk_period * $clk_io_pct] -clock clk0 [all_outputs]
File: design/flow/design.v
module SPIController
(
    input i_clk,
    input i_reset_n,
    input [7:0]  i_tx_byte,          
    input        i_tx_dv,            
    output       o_tx_ready,         
    output       o_rx_dv,            
    output [7:0] o_rx_byte,          
    output       o_spi_clk,          
    input        i_spi_cipo,         
    output       o_spi_copi          
);
reg [7:0] r_tx_byte;
reg [7:0] r_spi_clk_edges;           
reg [2:0] r_tx_bit_count;            
reg r_tx_ready;                      
reg r_spi_clk;                       
reg r_spi_copi;                      
reg r_rx_dv;                         
reg [7:0] r_rx_byte;                 
reg [2:0] r_rx_bit_count;            
reg r_is_busy;                       
always @(posedge i_clk or negedge i_reset_n)
begin
    if (!i_reset_n)
    begin
        r_tx_ready <= 1'b0;
        r_spi_clk <= 1'b0;              
        r_spi_clk_edges <= 0;
        r_rx_dv <= 1'b0;   
        r_is_busy <= 0;
    end
    else
    begin
        r_rx_dv <= 1'b0;
        if (i_tx_dv)
        begin
            r_tx_ready <= 1'b0;
            r_spi_clk_edges <= 16;       
            r_is_busy <= 1;
        end
        else if (r_spi_clk_edges > 0)
        begin
            r_tx_ready <= 1'b0;
            r_spi_clk_edges <= r_spi_clk_edges - 1;
            r_spi_clk <= ~r_spi_clk;
        end
        else 
        begin
            r_tx_ready <= 1'b1;
            if (r_is_busy)
            begin
                r_rx_dv <= 1'b1;
                r_is_busy <= 1'b0;
            end
        end
    end
end
always @(posedge i_clk or negedge i_reset_n) 
begin
    if (!i_reset_n)
    begin
        r_tx_byte <= 8'h00;
    end
    else
    begin
        if (i_tx_dv)
        begin
            r_tx_byte <= i_tx_byte;
        end
    end
end 
always @(posedge o_spi_clk or negedge i_reset_n) 
begin
    if (!i_reset_n)
    begin
        r_spi_copi <= 1'b0;
        r_tx_bit_count <= 3'b111;        
    end
    else
    begin
        r_tx_bit_count <= r_tx_bit_count - 1;
        r_spi_copi <= r_tx_byte[r_tx_bit_count];
    end
end
always @(negedge o_spi_clk or negedge i_reset_n) 
begin
    if (!i_reset_n)
    begin
        r_rx_bit_count <= 3'b111;        
        r_rx_byte <= 8'h00;
    end
    else
    begin
        r_rx_bit_count <= r_rx_bit_count - 1;
        r_rx_byte[r_rx_bit_count] <= i_spi_cipo;
    end
end
assign o_spi_copi = r_spi_copi & ~o_tx_ready;
assign o_spi_clk = r_spi_clk;
assign o_tx_ready = r_tx_ready;
assign o_rx_dv = r_rx_dv;
assign o_rx_byte = r_rx_dv ? r_rx_byte : 8'h00;
endmodule
File: design/flow/run.sh
#!/bin/bash
# OpenROAD 26Q1-2900-gdf79404cd8, Yosys 0.63+post, stock flow scripts
make -C /OpenROAD-flow-scripts/flow DESIGN_CONFIG=/design/flow/config.mk WORK_HOME=/design/flow/orfs finish
==> changes_impl.md <==
## Flow update

- Status: finished clean
- Global-route wire length before repair: a little over 5000 µm
- Startpoint Class: flip-flop
- Vias in the first global route: about 1100
- Initial antenna violation count: 0
- Flip-flop and latch area: 883 µm²
- Commonest flop: dfrtp_1
- Hold Crit Class: flip-flop to flip-flop
- I/O pin count: 24
- Fin. max-slew vios: 0
- CP max FO: 14
- Routed Antenna Nets: 0
- Yosys reg bits: 35
- Setup Buffers After CTS: 0
- # diodes: 0
- DRT Pass-1 Iters: 3
- DRT iter0 DRCs: 35
- CTS Buffer Depth: 2
- Fmax: between 0.5 and 0.6 GHz
- Routed length per instance: 10.4 µm
- Relative slew slack: a little over half
- Worst-Margin Slew: 0.693 ns
- Setup crit end: o_spi_clk
- Fin area: approximately 2000 µm²
- Endpoint class of the critical path: output pin
- Seq/Total Area, Yosys: ~56%
- Part of the power in registers: approximately half
- Root Buffer: clkbuf_8
- Arrival time at the worst endpoint: 1.40 ns
- Detailed Place HPWL: 2180 µm
- Critical path depth: 1
- Int Power: 0.000828 W
- Sw Ratio: 29.6%
- DR vias/cell: 3.79
- Total Routing Usage GR: 4.65%
- Syn avg cell area: between 10 and 15 µm²
- PwrDens: 584 nW/µm²
- OpenROAD warnings: 28
- DP Area: roughly 2000 µm²
- Port-buffer cells: 23
- Register pins left without a clock: 15
- Crit-path cells: clkdlybuf4s50_1
- Endpoints left unconstrained: 15
- CTS tree: done
- Core Region: around 8300 µm²
- Mapped cell area: 1590 µm²
- # DRC: 0
- Mapped Cells: about 140
- Die Wd: roughly 110 µm
- Crit path largest cell delay: 0.60 ns
- Number of setup violations in the final report: 0
- Combinational gate area: 657 µm²
- Area Growth Syn to Fin: 26.8%
- Peak VDD IR: 0.378 mV
- Init Core Util: 19.1%
- YS chip area: between 1500 and 2000 µm²
- Family with the most delay on the worst path: flip-flops
- Insertion Delay late pin: 0.25 ns
- Worst-case reg-to-reg path depth: 7
- CTS buffer count: 3
- Clock slew at reported path FFs: ~0.070 ns
- CP bufs+invs: 1
- Chip area: 12800 µm²
- Die span in y: 113 µm
- RSZ-0062 raised after global routing: no
- Global route overflow: 0
- Final Cycle Share: between 70% and 80%
- # hold bufs at CTS: 0
- Required @ worst endpoint: 2.00 ns
- RR Startpoint: r_spi_clk_edges[0]$_DFFE_PN0N_
- Power share of the clock group: ~18%
- # resized after CTS: 0
- Reg-to-reg critical path endpoint: r_spi_clk_edges[7]$_DFFE_PN0N_
- Pin count of the biggest net entering global routing: 36
- Combinational power share: 30.7%
- Max Cap Viol: 0
- YS warnings: 1
- Layout cell share with drive strength beyond 1: a little under a fifth
- Row count: 33
- Placer Congestion: 0.792
- Ys cells: between 100 and 150
- H-tree Lvls: 1
- Async S/R FF share, synth: 100%
- Leak Pwr: between 0.7 and 0.8 nW
- Total vias in the final route: a little over 1000
- WS Path Type: flip-flop to output pin
- Fill cells: between 800 and 900
- Worst Skew: between 0.003 and 0.004 ns
- Setup TNS: 0 ns
- Cell Type Count: 30
- Min cycle time layout: about 1.9 ns
- Reg2Reg Setup Slack: 0.76 ns
- Critical path origin: r_spi_clk$_DFFE_PN0P_
- Post-synth EDFFs: 0
- Psw: 0.000348 W
- Detailed Route WL: roughly 2800 µm
- Slowest stage cell, crit path: dfrtp_1
- Fin. Hold Viols: 0
==> worst min-delay path by stage <==
stage / slack [ns] / depth (start not counted) / endpoint / from
CTS: 0.47 / 1 / r_is_busy$_DFFE_PN0N_ / r_is_busy$_DFFE_PN0N_
global route: 0.48 / 1 / r_is_busy$_DFFE_PN0N_ / r_is_busy$_DFFE_PN0N_
finish: 0.47 / 1 / r_is_busy$_DFFE_PN0N_ / r_is_busy$_DFFE_PN0N_
==> logic make-up after synthesis <==
| family | Yosys count | synth area share, % |
|---|---|---|
| AND/OR/NAND/NOR | 43 | 14.3 |
| flip-flops | 35 | 55.6 |
| multiplexers | 17 | 13.3 |
| AND-OR/OR-AND | 15 | 5.67 |
| buffers and inverters | 13 | 3.07 |
| XOR/XNOR | 6 | 3.31 |
| adder cells (fa/ha/maj) | 6 | 4.72 |
==> sequential cells by signal, summed over array words and instances (netlist names) <==
name and cells:
r_tx_ready 1, r_tx_byte 8, r_rx_dv 1, r_is_busy 1
r_rx_bit_count 3, r_rx_byte 8, r_spi_clk 1, r_spi_copi 1
r_tx_bit_count 3, r_spi_clk_edges 8
==> final cells by class <==
cell class              count  share of cell area, %
clock buffers               3                   2.05
well taps                 105                   6.52
flip-flops and latches     35                   43.9
repair buffers             27                   12.9
multi-input cells          87                   32.6
inverters                  11                   2.05
==> cell usage after synthesis, types with 2 or more instances <==
cell type	n	share of area, %
a211oi_1	2	0.94
a21oi_1	5	1.6
and2_1	9	3.5
clkbuf_1	2	0.47
dfrtn_1	8	13
dfrtp_1	21	33
dfstp_2	6	9.9
ha_1	6	4.7
inv_1	11	2.6
mux2_2	13	9.2
mux2i_1	2	1.3
mux4_2	2	2.8
nand2_1	9	2.1
nand3_1	2	0.63
nor2_1	11	2.6
nor2b_1	2	0.79
o21ai_0	5	1.6
or3_1	3	1.2
xnor2_1	5	2.8
==> power by group through the flow <==
stage,Clock (W),Sequential [W],Combinational (W)
4_1_cts,0.000211,0.000614,0.000367
5_1_grt,0.000227,0.000633,0.000411
6_report,0.000206,0.000610,0.000361
==> per-stage QoR <==
stage               hold slack (ns)  total power (W)  utilization [%]  setup WS (ns)  cells
floorplan                     0.204         0.000829                -          0.833    135
global placement              0.452         0.000979             23.8          0.559    265
detailed placement            0.458         0.000983             23.8          0.531    265
CTS                           0.474          0.00119             24.3          0.552    268
global route                  0.485          0.00127             24.3          0.453    268
finish                        0.468          0.00118             24.3          0.601    268
==> per-layer routing <==
| layer | global-route usage (%) | wire [µm] |
|---|---|---|
| met1 | 6.62 | 1400 |
| met2 | 6.87 | 1120 |
| met3 | 1.60 | 226 |
| met4 | 0.592 | 36 |
| met5 | 0 | 0 |
==> layout by cell type, fill, tap and decap left out, types with 2 or more instances in the layout <==
cell              n
nor2_1           11
or3_1             3
dfstp_2           6
inv_1            11
buf_4             4
o21ai_0           5
dfrtn_1           8
mux4_2            2
nand2_1           9
a211oi_1          2
ha_1              6
mux2i_1           2
dfrtp_1          21
nor2b_1           2
clkbuf_8          3
nand3_1           2
and2_1            9
xnor2_1           5
mux2_2           13
clkdlybuf4s50_1  23
a21oi_1           5
Power and IR drop assume default switching activity.
